**config.mk**
```make
export PLATFORM = sky130hd
export DESIGN_NAME = switching_circuit
export DESIGN_NICKNAME = switching_circuit
export VERILOG_FILES = /design/flow/design.v
export SDC_FILE = /design/flow/constraint.sdc
export NUM_CORES = 4
export LEC_CHECK = 1
export CORE_AREA = 10 10 70 70
export DIE_AREA = 0 0 80 80
```
**constraint.sdc**
```tcl
current_design switching_circuit

set clk_period 1.5
set clk_io_pct 0.2

create_clock -name clk0 -period $clk_period

set non_clock_inputs [all_inputs -no_clocks]
set_input_delay [expr $clk_period * $clk_io_pct] -clock clk0 $non_clock_inputs
set_output_delay [expr $clk_period * $clk_io_pct] -clock clk0 [all_outputs]
```
**design.v**
```verilog
module switching_circuit( input_clock, trigger_signal, control_signal, input_data, out_signal_switch);
input input_clock, trigger_signal;
input[19:0] control_signal;
input[19:0] input_data;
output[19:0] out_signal_switch;
assign out_signal_switch[0] = ((!trigger_signal) & input_clock & control_signal[0]) | (trigger_signal & control_signal[0] & input_data[0]);
assign out_signal_switch[1] = ((!trigger_signal) & input_clock & control_signal[1]) | (trigger_signal & control_signal[1] & input_data[1]);
assign out_signal_switch[2] = ((!trigger_signal) & input_clock & control_signal[2]) | (trigger_signal & control_signal[2] & input_data[2]);
assign out_signal_switch[3] = ((!trigger_signal) & input_clock & control_signal[3]) | (trigger_signal & control_signal[3] & input_data[3]);
assign out_signal_switch[4] = ((!trigger_signal) & input_clock & control_signal[4]) | (trigger_signal & control_signal[4] & input_data[4]);
assign out_signal_switch[5] = ((!trigger_signal) & input_clock & control_signal[5]) | (trigger_signal & control_signal[5] & input_data[5]);
assign out_signal_switch[6] = ((!trigger_signal) & input_clock & control_signal[6]) | (trigger_signal & control_signal[6] & input_data[6]);
assign out_signal_switch[7] = ((!trigger_signal) & input_clock & control_signal[7]) | (trigger_signal & control_signal[7] & input_data[7]);
assign out_signal_switch[8] = ((!trigger_signal) & input_clock & control_signal[8]) | (trigger_signal & control_signal[8] & input_data[7]);
assign out_signal_switch[9] = ((!trigger_signal) & input_clock & control_signal[9]) | (trigger_signal & control_signal[9] & input_data[9]);
assign out_signal_switch[10] = ((!trigger_signal) & input_clock & control_signal[10]) | (trigger_signal & control_signal[10] & input_data[10]);
assign out_signal_switch[11] = ((!trigger_signal) & input_clock & control_signal[11]) | (trigger_signal & control_signal[11] & input_data[11]);
assign out_signal_switch[12] = ((!trigger_signal) & input_clock & control_signal[12]) | (trigger_signal & control_signal[12] & input_data[12]);
assign out_signal_switch[13] = ((!trigger_signal) & input_clock & control_signal[13]) | (trigger_signal & control_signal[13] & input_data[13]);
assign out_signal_switch[14] = ((!trigger_signal) & input_clock & control_signal[14]) | (trigger_signal & control_signal[14] & input_data[14]);
assign out_signal_switch[15] = ((!trigger_signal) & input_clock & control_signal[15]) | (trigger_signal & control_signal[15] & input_data[15]);
assign out_signal_switch[16] = ((!trigger_signal) & input_clock & control_signal[16]) | (trigger_signal & control_signal[16] & input_data[16]);
assign out_signal_switch[17] = ((!trigger_signal) & input_clock & control_signal[17]) | (trigger_signal & control_signal[17] & input_data[17]);
assign out_signal_switch[18] = ((!trigger_signal) & input_clock & control_signal[18]) | (trigger_signal & control_signal[18] & input_data[18]);
assign out_signal_switch[19] = ((!trigger_signal) & input_clock & control_signal[19]) | (trigger_signal & control_signal[19] & input_data[19]);
endmodule
```
**run.sh**
```bash
#!/bin/bash
# OpenROAD 26Q1-2900-gdf79404cd8, Yosys 0.63+post, stock flow scripts
make -C /OpenROAD-flow-scripts/flow DESIGN_CONFIG=/design/flow/config.mk WORK_HOME=/design/flow/orfs finish
```
==> summary.txt <==
Synthesis and place-and-route results.

- The number of global-route vias before repair is about 600.
- The layout overhead on the synthesized area is 212.5%.
- The finished layout holds ~150 standard cells, fillers aside.
- The final instance area is ~1000 um2.
- Summing all flip-flop and latch instances after layout gives 0 um2.
- The number of standard cells after synthesis is approximately 43.
- The final critical path takes up 97.87% of the cycle.
- According to the Yosys statistics, the synthesized design has a chip area of 319.1 um2.
- The origin of the worst setup path is input_data[15].
- The post-synthesis xor/xnor area fraction is 0%.
- The delay of the slowest cell on the worst path is approximately 0.45 ns.
- The flow ran to the end, and the final reports show no timing, DRC or antenna violations.
- The required time of the worst setup path is 1.20 ns.
- The wire length of the first global-routing pass is between 2 and 3 mm.
- The final hold violation count recorded for this run is 0.
- The final timing report derives a shortest allowable period of between 1 and 1.5 ns.
- Fill cells in the final layout number 374.
- The power report attributes to the combinational group a share of 100.0%.
- The area share of fa/ha/maj cells after synthesis is 0%.
- The distinct cell type count of the synthesized netlist is 8.
- In the final report, the number of endpoints failing setup comes to 0.
- In this run the maximum-capacitance check reported violations numbering 0.
- In this run, placement finished with an instance count of about 150.
- The final max-slew violation count is 0.
- The switching component of the power was reported as 0.06254 mW.
- Across all stage logs, warnings added up to 33.
- During placement, the flow inserted port buffers numbering about 61.
- Before CTS, the worst setup slack after placement is -0.5484 ns.
- Per the detail_route report, DRC violations left total 0.
- The slowest stage cell on the critical path is clkdlybuf4s50_1.
- The sequential fraction of design power is 0%.
- In this run the cell area measured after placement is about 980 um2.
- According to the cell report, flip-flops and latches in the layout number 0.
- Ranking logic cells in the layout by count gives the top entries clkdlybuf4s50_1, nand2_1, a21boi_2, dlygate4sd2_1, clkdlybuf4s15_1.
- Per the Yosys statistics, synthesis produced around 43 cells.
- The number of cell rows is 21.
- Summed over all layers, the global routing overflow is 0.
- The highest supply drop recorded on VDD is around 0.08 mV.
- The number of antenna violations at the first check in global routing came to 0.
- The maximum number of pins on one net before global-route repair is 11.
- The initial core utilization is a little under a tenth.
- The data arrival time of the critical path is about 1.2 ns.
- The highest clock frequency the design can meet is 681.2 MHz.
- Per the post-route antenna check, the number of violating nets is 0.
- The iteration count recorded for the first detailed-route pass is 1.
- The mean number of vias per cell is around 3.7.
- In the synthesized netlist, the dominant kind of combinational cell is AND-OR/OR-AND gates.
- The violation count after the first detailed-route iteration is 0.
- The leakage power in the latest report is between 0.4 and 0.5 nW.
- According to the I/O placement log, the pin count is 62.
- The hold buffer count at cts is 0.
- In the power breakdown, the internal column shows ~0.17 mW.
- The vertical die size is around 80 um.
- The repair_antennas step left the layout with diodes totalling 0.
- The element type at the critical path end is an output pin.
- The slack of the critical path is between 0.03 and 0.04 ns.
- The number of vias in the routed layout is around 570.
- The routed wire length per instance is about 13 um.
- The proportion of synthesized chip area in sequential cells is 0%.
- Total power normalized to cell area comes to approximately 230 mW/mm2.
- The clock network burns 0% of the power.
- The worst slew margin relative to its limit is between 90% and 100%.
- The floorplan die area is roughly 0.0064 mm2.
- The type of the tightest min-delay check is input pin to output pin.
- The half-perimeter wire length after detailed placement is 1.685 mm.
- The worst setup path is launched from an input pin.
- Yosys reports the multiplexer fraction of the synthesized area as under 10%.
- The area share of and-or/or-and cells after synthesis is around 54%.
- Listed in order, past its start point the critical path passes clkdlybuf4s50_1 > nand2_1 > a21boi_1 > dlygate4sd2_1.
- The mean area per synthesized cell is 7.420 um2.
- The area occupied by multi-input gates is 309.0 um2.
- The synthesis report lists the most area-consuming cells as a21boi_2, nand2_1, a21boi_0.
- The switching portion of total power comes to approximately 27%.
- Per the synthesis report, the simple-gate share of the synthesized area is ~29%.
- The category of the critical setup timing path is input pin to output pin.
- The synthesized area is between 300 and 400 um2.
- In this run the biggest area consumer among cell types represents a little over a third of the synthesized area.
- The final layout report lists a clock buffer count of 0.
- The wire length recorded after detailed routing is 1.942 mm.
- Of all cell types, the one taking the most synthesized area is a21boi_2.
- The total of warnings raised by yosys is 0.
- The most common library cell in the layout ignoring fill and taps is clkdlybuf4s50_1.
- Max fanout on the critical path was recorded as 1.
- After its last routability iteration, the placer logged a weighted congestion of around 0.8.
- The area of the placeable core is about 0.0034 mm2.
- The global-route usage over all layers is 5.312%.
- The total power consumption of the routed design is between 0.2 and 0.25 mW.
- The post-route netlist has approximately 26% of its cells at a drive strength greater than 1.
- At the pin with the least slew margin, the transition time is ~0.13 ns.
- The overall die width is roughly 80 um.
- The start point of the worst hold path is input_clock.
## metal layers
layer	wire, um	track usage, %	vias up
met1	790	6.398	238
met5	0	0	-
met2	651	7.464	53
met3	499	4.545	0
met4	0	0	0
li1	-	-	277
## critical path: cells and delay by family
family                 cells  cell delay, ns
AOI/OAI and AO/OA          1            0.14
buffers and inverters      2            0.68
and+or+nand+nor            1            0.05
## final timing paths
check	to	slack (ns)	cells past startpoint
max	out_signal_switch[15]	0.03	4
min	out_signal_switch[12]	1.03	4
## cells in the mapped netlist, drive strengths merged
cell	number
a21boi	18
buf	3
nand2b	1
mux2i	1
nand2	18
nor2b	2
## cells by family after synthesis
group	count (synthesis)
and+or+nand+nor	21
buffers and inverters	3
AOI/OAI and AO/OA	18
muxes	1
## power groups by stage
stage | Sequential, mW | Combinational, mW | Clock [mW]
CTS | 0 | 0.229 | 0
global route | 0 | 0.253 | 0
finish | 0 | 0.233 | 0
## cell type report
class                           count  area share, %
Multi-Input combinational cell     41          30.99
Tap cell                           46          5.772
Timing Repair Buffer               67          63.24
## through the flow
step           hold slack [ns]   TNS (ns)  utilization (%)
3_5_place_dp             1.514     -10.22            28.68
5_1_grt                  1.055  -0.002181            29.19
2_1_floorplan           0.6630          0                -
3_3_place_gp             1.516     -9.794            28.68
4_1_cts                  1.158          0            28.64
6_report                 1.026          0            29.19
## repair_timing
item                       4_1_cts  5_1_grt
gates resized                   39       17
cloned                           2        0
pin swaps                        2        3
setup endpoints to repair       20       10
setup buffers                    1        1
hold endpoints to repair         0        0
Power and IR drop assume default switching activity.
