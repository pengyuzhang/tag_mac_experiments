## /design/flow/config.mk

```make
export PLATFORM = sky130hd
export DESIGN_NAME = baseband_signal
export DESIGN_NICKNAME = baseband_signal
export VERILOG_FILES = /design/flow/design.v
export SDC_FILE = /design/flow/constraint.sdc
export NUM_CORES = 4
export LEC_CHECK = 1
export CORE_AREA = 10 10 70 70
export DIE_AREA = 0 0 80 80
```

## /design/flow/constraint.sdc

```tcl
current_design baseband_signal

set clk_period 1.0
set clk_io_pct 0.2

create_clock -name clk0 -period $clk_period

set non_clock_inputs [all_inputs -no_clocks]
set_input_delay [expr $clk_period * $clk_io_pct] -clock clk0 $non_clock_inputs
set_output_delay [expr $clk_period * $clk_io_pct] -clock clk0 [all_outputs]
```

## /design/flow/design.v

```verilog
module baseband_signal( input_clock, tag_data_input, tag_data_output );
input input_clock;
input[19:0] tag_data_input;
output[19:0] tag_data_output;
assign tag_data_output[0] = (input_clock & tag_data_input[0]) | ((!input_clock) & (!tag_data_input[0]));
assign tag_data_output[1] = (input_clock & tag_data_input[1]) | ((!input_clock) & (!tag_data_input[1]));
assign tag_data_output[2] = (input_clock & tag_data_input[2]) | ((!input_clock) & (!tag_data_input[2]));
assign tag_data_output[3] = (input_clock & tag_data_input[3]) | ((!input_clock) & (!tag_data_input[3]));
assign tag_data_output[4] = (input_clock & tag_data_input[4]) | ((!input_clock) & (!tag_data_input[4]));
assign tag_data_output[5] = (input_clock & tag_data_input[5]) | ((!input_clock) & (!tag_data_input[5]));
assign tag_data_output[6] = (input_clock & tag_data_input[6]) | ((!input_clock) & (!tag_data_input[6]));
assign tag_data_output[7] = (input_clock & tag_data_input[7]) | ((!input_clock) & (!tag_data_input[7]));
assign tag_data_output[8] = (input_clock & tag_data_input[8]) | ((!input_clock) & (!tag_data_input[8]));
assign tag_data_output[9] = (input_clock & tag_data_input[9]) | ((!input_clock) & (!tag_data_input[9]));
assign tag_data_output[10] = (input_clock & tag_data_input[10]) | ((!input_clock) & (!tag_data_input[10]));
assign tag_data_output[11] = (input_clock & tag_data_input[11]) | ((!input_clock) & (!tag_data_input[11]));
assign tag_data_output[12] = (input_clock & tag_data_input[12]) | ((!input_clock) & (!tag_data_input[12]));
assign tag_data_output[13] = (input_clock & tag_data_input[13]) | ((!input_clock) & (!tag_data_input[13]));
assign tag_data_output[14] = (input_clock & tag_data_input[14]) | ((!input_clock) & (!tag_data_input[14]));
assign tag_data_output[15] = (input_clock & tag_data_input[15]) | ((!input_clock) & (!tag_data_input[15]));
assign tag_data_output[16] = (input_clock & tag_data_input[16]) | ((!input_clock) & (!tag_data_input[16]));
assign tag_data_output[17] = (input_clock & tag_data_input[17]) | ((!input_clock) & (!tag_data_input[17]));
assign tag_data_output[18] = (input_clock & tag_data_input[18]) | ((!input_clock) & (!tag_data_input[18]));
assign tag_data_output[19] = (input_clock & tag_data_input[19]) | ((!input_clock) & (!tag_data_input[19]));
endmodule
```

## /design/flow/run.sh

```bash
#!/bin/bash
# OpenROAD 26Q1-2900-gdf79404cd8, Yosys 0.63+post, stock flow scripts
make -C /OpenROAD-flow-scripts/flow DESIGN_CONFIG=/design/flow/config.mk WORK_HOME=/design/flow/orfs finish
```

==> run summary <==
yosys + openroad results -> most common cell in the synthesized netlist=xnor2_1, io pins=41, CP Cell Sequence=buf_8 -> buf_12 -> buf_12 -> xnor2_2 -> buf_2, Comb gate area=between 200 and 300 µm², Post-Layout Cell Count=111, Net Sw Power=a little over 100 µW, fmax=roughly 970 MHz, warnings from Yosys=0, GR Util All Layers=0.03778, Worst Setup End Kind=output pin, Avg Synthesized Cell Area=roughly 9.0 µm², startpoint type of the worst setup path=input pin, switching share of power=0.3121, hold_sp=tag_data_input[11], Final Hold Fails=0, top cells, area=xnor2_1 89%, buf_6 11%, critical path fanouts, max=6, Initial DRC Count=3, period utilisation layout=1.028, Dominant cell area share=0.8861, Die H=around 80 µm, Via Count=about 300, tool warnings=34, num rows=21, status=complete, but fails checks, # diodes=0, ys cells=22, clock share of power=0, CP most frequent cell=buf_12, Combinational Power Share=1.000, Fin Hold WS=between 0.6 and 0.7 ns, pin count of the biggest net entering global routing=11, final wirelength=roughly 1.3 mm, min Tclk post-route=about 1 ns, RSZ-0062 raised after global routing=true, fin. max-slew vios=0, setup ws final=-0.02773 ns, die area=between 0.006 and 0.007 mm², delay-heaviest family, CP=buffers and inverters, CORE AREA=~0.0034 mm², number of antenna violations at the first check in global routing=0, DRC violations left=0, WP buf/inv=4, Slew headroom=0.8788, Arrival @ worst endpoint=0.83 ns, register area=0 µm², final setup fails=5, # clk buffers=0, distinct lib cells=2, share of cells above drive strength 1=0.5538, Die W=80 µm, PortBufs=roughly 40, Mapped Cells=22, DR pass1 iterations=2, hold endpoint=tag_data_output[11], first-pass GRT wire length=around 1.9 mm, Leakage=0.0003363 µW, Layout fillers=between 300 and 400, Wirelength per Cell=roughly 11 µm, violated checks=setup timing, power density cells=roughly 450 mW/mm², IR drop worst, VDD=roughly 80 µV, worst-margin pin slew=around 0.18 ns, vias in the first global route=303, Syn Std Cell Area=between 150 and 200 µm², Placed Cells=about 110, top cells by count=20 x xnor2_1, 2 x buf_6, Chip Area, Yosys=197.7 µm², Area Overhead vs Synth=267.7%, highest cell delay on the worst timing path=roughly 0.14 ns, largest area contributor in the netlist=xnor2_1, Worst EP required=0.80 ns, grt ovf=0, registers=0, Internal Pwr Total=223.3 µW, hold crit path type=input pin to output pin, vias per cell=about 2.7, sequential-to-total area share from yosys stat=0, Crit Path Class=input pin to output pin, floorplan core density=0.05788, Seq pwr share=0, RePlAce Congestion=about 0.83, max-cap viol count=0, WHS Path Cells=3, Antenna Nets Post-Route=0, Slowest cell on crit path=buf_12
## kinds of logic after synthesis
kind of cell	count (synthesis)	share of synthesized area
XOR/XNOR	20	0.8861
buffers and inverters	2	0.1139
## what timing repair did
| action | CTS | global route |
|---|---|---|
| hold buffers | 0 | 0 |
| setup endpoints to repair | 20 | 7 |
| buffers inserted | 2 | 0 |
| resized | 103 | 5 |
| gates cloned | 1 | 0 |
| pin swaps | 7 | 2 |
## layout make-up
class                           count  share of cell area
Multi-Input combinational cell     20              0.4010
Tap cell                           46             0.07917
Timing Repair Buffer               45              0.5198
## layout by cell type (no fill, tap or decap)
cell type / count
clkdlybuf4s15_1: 2
xnor2_4: 3
buf_2: 17
xnor2_2: 8
buf_6: 1
clkdlybuf4s15_2: 1
xnor2_1: 9
clkbuf_2: 2
buf_16: 1
buf_12: 2
buf_8: 1
dlygate4sd2_1: 18
## through the flow
step | setup WS (ns) | total power [µW] | TNS [ns] | area, µm² | utilization
6_report | -0.02773 | 324.6 | -0.1101 | 726.9 | 0.2128
4_1_cts | -0.04701 | 326.3 | -0.2088 | 719.4 | 0.2106
5_1_grt | -0.05197 | 353.4 | -0.2655 | 726.9 | 0.2128
3_5_place_dp | -0.7770 | 344.9 | -14.73 | 663.1 | 0.1941
3_3_place_gp | -0.7668 | 343.9 | -14.52 | 663.1 | 0.1941
2_1_floorplan | 0.3723 | 75.56 | 0 | 197.7 | -
## how the worst max path moves through the flow
stage                                 to  depth (start not counted)  slack [ns]   startpoint
after global routing  tag_data_output[6]                          5       -0.05  input_clock
final                 tag_data_output[6]                          5       -0.03  input_clock
after CTS             tag_data_output[7]                          5       -0.05  input_clock
## routing by layer
metal | track usage | wire (µm)
met3 | 0.01477 | 198
met4 | 0 | 0
met5 | 0 | 0
met2 | 0.07785 | 698
met1 | 0.03531 | 375
## power groups by stage
stage | logic [µW] | registers [µW] | clock network (µW)
CTS | 326 | 0 | 0
global route | 353 | 0 | 0
finish | 325 | 0 | 0
Power figures rest on the tool's default switching activity, not on a simulated workload.
